==> /design/flow/design.v <==
module keyboard_inner_driver(keyboard_clk, keyboard_data, clock50, reset, read, scan_ready, scan_code);
input keyboard_clk;
input keyboard_data;
input clock50;  
input reset;
input read;
output scan_ready;
output [7:0] scan_code;
reg ready_set;
reg [7:0] scan_code;
reg scan_ready;
reg read_char;
reg clock;  
reg [3:0] incnt;
reg [8:0] shiftin;
reg [7:0] filter;
reg keyboard_clk_filtered;
always @ (posedge ready_set or posedge read)
if (read == 1) scan_ready <= 0;
else scan_ready <= 1;
always @(posedge clock50)
    clock <= ~clock;
always @(posedge clock)
begin
   filter <= {keyboard_clk, filter[7:1]};
   if (filter==8'b1111_1111) keyboard_clk_filtered <= 1;
   else if (filter==8'b0000_0000) keyboard_clk_filtered <= 0;
end
always @(posedge keyboard_clk_filtered)
begin
   if (reset==1)
   begin
      incnt <= 4'b0000;
      read_char <= 0;
   end
   else if (keyboard_data==0 && read_char==0)
   begin
    read_char <= 1;
    ready_set <= 0;
   end
   else
   begin
       if (read_char == 1)
           begin
              if (incnt < 9) 
              begin
                incnt <= incnt + 1'b1;
                shiftin = { keyboard_data, shiftin[8:1]};
                ready_set <= 0;
            end
        else
            begin
                incnt <= 0;
                scan_code <= shiftin[7:0];
                read_char <= 0;
                ready_set <= 1;
            end
        end
    end
end
endmodule
module keyboard_press_driver(
  input  CLOCK_50, 
  output reg valid, makeBreak,
  output reg [7:0] outCode,
  input    PS2_DAT,  
  input    PS2_CLK,  
  input reset
);
parameter FIRST = 1'b0, SEENF0 = 1'b1;
reg state;
reg [1:0] count;
wire [7:0] scan_code;
reg [7:0] filter_scan;
wire scan_ready;
reg read;
parameter NULL = 8'h00;
initial 
begin
	state = FIRST;
	filter_scan = NULL;
	read = 1'b0;
	count = 2'b00;
end
keyboard_inner_driver kbd(
  .keyboard_clk(PS2_CLK),
  .keyboard_data(PS2_DAT),
  .clock50(CLOCK_50),
  .reset(reset),
  .read(read),
  .scan_ready(scan_ready),
  .scan_code(scan_code)
);
always @(posedge CLOCK_50)
	case(count)
		2'b00:
			if(scan_ready)
				count <= 2'b01;
		2'b01:
			if(scan_ready)
				count <= 2'b10;
		2'b10:
			begin
				read <= 1'b1;
				count <= 2'b11;
				valid <= 0;
				outCode <= scan_code;
				case(state)
					FIRST:
						case(scan_code)
							8'hF0:
								begin
									state <= SEENF0;
								end
							8'hE0:
								begin
									state <= FIRST;
								end
							default:
								begin
									filter_scan <= scan_code;
									if(filter_scan != scan_code)
										begin
											valid <= 1'b1;
											makeBreak <= 1'b1;
										end
								end
						endcase
					SEENF0:
						begin
							state <= FIRST;
							if(filter_scan == scan_code)
								begin
									filter_scan <= NULL;
								end
							valid <= 1'b1;
							makeBreak <= 1'b0;
						end
				endcase
			end
		2'b11:
			begin
				read <= 1'b0;
				count <= 2'b00;
				valid <= 0;
			end
	endcase
endmodule 
==> /design/flow/run.sh <==
#!/bin/bash
# OpenROAD 26Q1-2900-gdf79404cd8, Yosys 0.63+post, stock flow scripts
make -C /OpenROAD-flow-scripts/flow DESIGN_CONFIG=/design/flow/config.mk WORK_HOME=/design/flow/orfs finish
==> /design/flow/config.mk <==
export PLATFORM = sky130hd
export DESIGN_NAME = keyboard_press_driver
export DESIGN_NICKNAME = keyboard_press_driver
export VERILOG_FILES = /design/flow/design.v
export SDC_FILE = /design/flow/constraint.sdc
export NUM_CORES = 4
export LEC_CHECK = 1
export CORE_UTILIZATION = 50
==> /design/flow/constraint.sdc <==
current_design keyboard_press_driver

set clk_period 2.1
set clk_io_pct 0.2

create_clock -name clk0 -period $clk_period [get_ports {CLOCK_50}]

set non_clock_inputs [all_inputs -no_clocks]
set_input_delay [expr $clk_period * $clk_io_pct] -clock clk0 $non_clock_inputs
set_output_delay [expr $clk_period * $clk_io_pct] -clock clk0 [all_outputs]
==> impl_metrics.json <==
{
  "grt_max_degree": 26,
  "unclocked_pins": 33,
  "antenna_found_initial": 0,
  "yosys_cells": 136,
  "yosys.stat.seqShare_pct": 74.3,
  "die_w_um": 66.1,
  "clk_pin_slew_ns": 0.08,
  "netlist_top_cells_area": "edfxtp_1 58%, dfxtp_1 15%, ha_1 3.7%, xor2_1 3.4%, nor2b_1 2.1%",
  "ys_sh_xor_pct": 3.41,
  "dieHeight_um": 66.1,
  "r2r_start": "count[0]$_DFFE_PP_",
  "top_area_share_pct": 58.5,
  "synth-simple-area-share_pct": 10.8,
  "drc": 0,
  "drv_slew": 0,
  "hp-class": "reg2reg",
  "num_rows": 22,
  "post_cts_buffers": 0,
  "untimed_endpoints": 58,
  "cts-htree-levels": 1,
  "area_delta_synth_final_pct": 11.6,
  "place_area_um2": 2250,
  "cp-endpoint": "count[1]$_DFFE_PP_",
  "fillers": 282,
  "boundaryPins": 14,
  "syn_avg_cell_area_um2": 15.1,
  "synthCells": 136,
  "ys_ff": 56,
  "wl_per_cell_um": 12.1,
  "powerDensity_nw_per_um2": 335,
  "slew_headroom_pct": 55.6,
  "regArea_um2": 1530,
  "p_leak_nw": 0.827,
  "synthAdderAreaFrac_pct": 3.65,
  "synthAoiAreaFrac_pct": 4.32,
  "yosys.area.top_type": "edfxtp_1",
  "top_cells_by_count": "40 x edfxtp_1, 15 x dfxtp_1, 11 x inv_1, 8 x nor2_1, 8 x xor2_1",
  "clock_latency_ns": 0.26,
  "core_area_um2": 3800,
  "io_buffers": 13,
  "cpPeakStageDelay_ns": 0.38,
  "grt_pass1_wl_um": 4280,
  "wl_um": 2430,
  "syn-cell-area_um2": 2050,
  "synth-edff-count": 40,
  "firstDrtPassIters": 4,
  "die_area_um2": 4370,
  "clockRootBuffer": "clkbuf_8",
  "grt_pass1_vias": 966,
  "rsz0062_at_grt": "false",
  "r2r_cells": 4,
  "vias": 997,
  "logic_area_um2": 482,
  "max-clock-path-buffers": 2,
  "ys_area_um2": 2050,
  "crit_chain": "inv_1 -> ha_1 -> or2_2 -> mux2_2",
  "fin_skew_ns": 0.00532,
  "topCombFamilyByArea": "simple AND/OR/NAND/NOR gates",
  "power.total_uw": 769,
  "mux_share_pct": 1.04,
  "cts-buffers-inserted": 3,
  "cp-end-kind": "register",
  "fin_setup_tns_ns": 0,
  "crit_start": "count[0]$_DFFE_PP_",
  "crit_type": "reg2reg",
  "overflow": 0,
  "ff_type": "edfxtp_1",
  "fmax_mhz": 579,
  "fin_area_um2": 2290,
  "gp_congestion": 0.847,
  "reg2reg_setup_slack_ns": 0.37,
  "viasPerCell": 4.96,
  "ir_drop_uv": 188,
  "hold_viol": 0,
  "cp_max_fo": 12,
  "post-synth-top-count-cell": "edfxtp_1",
  "ys_types": 31,
  "worstPathRequired_ns": 2.12,
  "drtAntennaViolNets": 0,
  "antennaDiodeCount": 0,
  "cp_slowest_cell": "edfxtp_1",
  "min_period_ns": 1.73,
  "outcome": "complete, no violations",
  "yosysWarnings": 2,
  "r2r_end": "count[1]$_DFFE_PP_",
  "fp_util_pct": 54.1,
  "cts_tree": "built",
  "cp-start-kind": "register",
  "setup_violations": 0,
  "worst_pin_slew_ns": 0.666,
  "ctsResizeCount": 0,
  "hpwl_um": 1940,
  "cap_violations": 0,
  "ctsHoldBuffers": 0,
  "period_used_pct": 82.3,
  "async_reset_ff_share_pct": 1.79,
  "grt_usage_pct": 13.9,
  "warnings": 29,
  "drive_gt1_share_pct": 8.50,
  "crit_arrival_ns": 1.75,
  "dr.first_iter.drc_count": 37
}
cell usage in the layout, fill, tap and decap left out:
cell type | Yosys | final
edfxtp_1 | 40 | 40
dfxtp_1 | 15 | 15
clkdlybuf4s50_1 | 0 | 13
inv_1 | 11 | 11
xor2_1 | 8 | 8
nor2_1 | 8 | 8
nor2b_1 | 7 | 7
nand2_1 | 6 | 6
a21oi_1 | 6 | 6
ha_1 | 6 | 6
nand2b_1 | 3 | 3
nand3_1 | 3 | 3
clkbuf_8 | 0 | 3
nor4_2 | 2 | 2
or2_2 | 2 | 2
nand4_1 | 2 | 2
nor4bb_1 | 1 | 1
nor2b_2 | 1 | 1
and3_1 | 1 | 1
a311oi_1 | 1 | 1
a31oi_1 | 1 | 1
mux2_2 | 1 | 1
mux2i_1 | 1 | 1
o22ai_1 | 1 | 1
o21ai_0 | 1 | 1
or4_4 | 1 | 1
o41ai_2 | 1 | 1
a221oi_1 | 1 | 1
and2_1 | 1 | 1
a21boi_0 | 1 | 1
clkinv_2 | 0 | 1
dfrtp_1 | 1 | 1
conb_1 | 1 | 1
buf_4 | 0 | 1
report_power, final:
part / internal (mW) / total [mW] / switching [mW] / leakage, nW
sequential: 0.496 / 0.496 / 0 / 0.511
combinational: 0.00630 / 0.0113 / 0.00497 / 0.290
clock: 0.132 / 0.262 / 0.130 / 0.0255
critical path, delay by kind of cell, from the launching register on:
family	cells	cell delay, ns
muxes	1	0.29
adders and majority gates	1	0.37
and+or+nand+nor	1	0.38
DFF	1	0.38
buffers and inverters	1	0.08
cell type report:
cell class,instances,area share (%)
clock buffer,3,1.80
clock inverter,1,0.218
inverter,11,1.80
multi-input combinational,68,21.0
sequential,56,66.6
tap,48,2.62
timing repair buffer,14,6.00
through the flow:
step	worst slack (ns)	utilization [%]	cells	hold slack, ns
2_1_floorplan	0.304	-	136	0.423
3_3_place_gp	0.436	59.2	197	0.453
3_5_place_dp	0.362	59.2	197	0.477
4_1_cts	0.359	60.4	201	0.496
5_1_grt	0.240	60.4	201	0.549
6_report	0.372	60.4	201	0.487
cell families after synthesis:
group	Yosys count
adder cells (fa/ha/maj)	6
AND-OR/OR-AND	13
AND/OR/NAND/NOR	38
buffers and inverters	12
multiplexers	2
XOR/XNOR	8
flip-flops	56
other	1
state kept, by name, summed over array words and instances, names as in the netlist:
register                   cells
valid                          1
kbd.read_char                  1
kbd.incnt                      4
kbd.shiftin                    9
makeBreak                      1
state                          1
read                           1
kbd.ready_set                  1
kbd.scan_ready                 1
filter_scan                    8
count                          2
kbd.scan_code                  8
kbd.filter                     8
kbd.clock                      1
outCode                        8
kbd.keyboard_clk_filtered      1
worst min path at each step:
stage / startpoint / end / slack [ns] / cells after the start
6_report: kbd.clock$_DFF_P_ / kbd.clock$_DFF_P_ / 0.49 / 1
5_1_grt: kbd.clock$_DFF_P_ / kbd.clock$_DFF_P_ / 0.55 / 1
4_1_cts: kbd.clock$_DFF_P_ / kbd.clock$_DFF_P_ / 0.50 / 1
routing by layer:
metal / vias up / track usage [%] / part of all wire, %
met4: 0 / 2.13 / 1.2
met3: 2 / 1.57 / 2.7
met1: 462 / 23.9 / 48
met5: - / 0 / 0
li1: 512 / - / -
met2: 21 / 22.2 / 48
Power is estimated from default activity; no workload was simulated.
