`./config.mk`:
```
export PLATFORM = sky130hd
export DESIGN_NAME = board_update_v
export DESIGN_NICKNAME = board_update_v
export VERILOG_FILES = /design/flow/design.v
export SDC_FILE = /design/flow/constraint.sdc
export NUM_CORES = 4
export LEC_CHECK = 1
export CORE_UTILIZATION = 30
```
`./constraint.sdc`:
```
current_design board_update_v

set clk_period 3.9
set clk_io_pct 0.2

create_clock -name clk0 -period $clk_period [get_ports {clk}]

set non_clock_inputs [all_inputs -no_clocks]
set_input_delay [expr $clk_period * $clk_io_pct] -clock clk0 $non_clock_inputs
set_output_delay [expr $clk_period * $clk_io_pct] -clock clk0 [all_outputs]
```
`./design.v`:
```
module board_update_v (clk, RST, en, player, move_input, piece_number, location_vectors_w, location_vectors_b, alive_vectors_w, alive_vectors_b, dbg_state, output_player, done);
	input clk;
	input RST;
	input player;
	input en;
	input [5:0] move_input;
	input [3:0] piece_number;
	output [95:0] location_vectors_w;
	output [95:0] location_vectors_b;
	output [15:0] alive_vectors_w;
	output [15:0] alive_vectors_b;
	output dbg_state;
	output output_player;
	output done;
	reg [5:0] move_input_q;
	reg [5:0] move_input_d;
	reg [3:0] piece_number_q;
	reg [3:0] piece_number_d;
	reg en_q;
	reg en_d;
	reg done_d;
	reg done_q;
	reg [95:0] location_vectors_w_d;
	reg [95:0] location_vectors_w_q;
	reg [15:0] alive_vectors_w_d;
	reg [15:0] alive_vectors_w_q;
	reg [95:0] location_vectors_b_d;
	reg [95:0] location_vectors_b_q;
	reg [15:0] alive_vectors_b_d;
	reg [15:0] alive_vectors_b_q;
	reg output_player_q;
	reg output_player_d;
	reg [1:0] state_d;
	reg [1:0] state_q;
	reg [3:0] counter_locations;
	parameter RESET   			= 1'b0;
	parameter UPDATE 			= 1'b1;
	parameter BLACK = 1'b0;
	parameter WHITE = 1'b1;
	parameter P1 = 4'b1111;
	parameter P2 = 4'b1110;
	parameter P3 = 4'b1101;
	parameter P4 = 4'b1100;
	parameter P5 = 4'b1011;
	parameter P6 = 4'b1010;
	parameter P7 = 4'b1001;
	parameter P8 = 4'b1000;
	parameter R1 = 4'b0111;
	parameter R2 = 4'b0110;
	parameter N1 = 4'b0101;
	parameter N2 = 4'b0100;
	parameter B1 = 4'b0011;
	parameter B2 = 4'b0010;
	parameter Q1 = 4'b0001;
	parameter K1 = 4'b0000;
	parameter INITIALIZE_LOCATIONS_WHITE = 96'h20928B30D38F0070460850C4;  
	parameter INITIALIZE_LOCATIONS_BLACK = 96'hC31CB3D35DB7E3FE7EEBDEFC;  
	assign alive_vectors_w = alive_vectors_w_q;
	assign location_vectors_w = location_vectors_w_q;
	assign output_player = output_player_q;
	assign alive_vectors_b = alive_vectors_b_q;
	assign location_vectors_b = location_vectors_b_q;
	assign dbg_state = state_q;
	assign done = done_q;
	always @(*) begin
		location_vectors_w_d = location_vectors_w_q;
		location_vectors_b_d = location_vectors_b_q;
		alive_vectors_w_d = alive_vectors_w_q;
		alive_vectors_b_d = alive_vectors_b_q;
		en_d = en_q;
		move_input_d = move_input_q;
		done_d = done_q;
		piece_number_d = piece_number_q;
		case (state_q)
			RESET : begin
				if (en_q) begin
					state_d = UPDATE;
				end
				else begin
					state_d = RESET;
					output_player_d = player;
					done_d = 0;
					counter_locations = P1;
				end
			end
			UPDATE : begin
				if (player == BLACK) begin
					case (piece_number_q)
					P1: begin
						location_vectors_b_d[(P1*6+5):(P1*6)] = move_input_q;
					end
					P2: begin
						location_vectors_b_d[(P2*6+5):(P2*6)] = move_input_q;
					end
					P3: begin
						location_vectors_b_d[(P3*6+5):(P3*6)] = move_input_q;
					end	
					P4: begin
						location_vectors_b_d[(P4*6+5):(P4*6)] = move_input_q;
					end
					P5: begin
						location_vectors_b_d[(P5*6+5):(P5*6)] = move_input_q;
					end
					P6: begin	
						location_vectors_b_d[(P6*6+5):(P6*6)] = move_input_q;
					end
					P7: begin
						location_vectors_b_d[(P7*6+5):(P7*6)] = move_input_q;
					end
					P8: begin
						location_vectors_b_d[(P8*6+5):(P8*6)] = move_input_q;
					end
					R1: begin
						location_vectors_b_d[(R1*6+5):(R1*6)] = move_input_q;
					end
					R2: begin
						location_vectors_b_d[(R2*6+5):(R2*6)] = move_input_q;
					end
					N1: begin
						location_vectors_b_d[(N1*6+5):(N1*6)] = move_input_q;
					end
					N2: begin
						location_vectors_b_d[(N2*6+5):(N2*6)] = move_input_q;
					end
					B1: begin
						location_vectors_b_d[(B1*6+5):(B1*6)] = move_input_q;
					end
					B2: begin
						location_vectors_b_d[(B2*6+5):(B2*6)] = move_input_q;
					end
					Q1: begin
						location_vectors_b_d[(Q1*6+5):(Q1*6)] = move_input_q;
					end
					K1: begin
						location_vectors_b_d[(K1*6+5):(K1*6)] = move_input_q;
					end 
					endcase
					if (location_vectors_w_q[(P1*6+5):(P1*6)] == move_input_q) begin
						alive_vectors_w_d[P1] = 1'b0;
					end
					if (location_vectors_w_q[(P2*6+5):(P2*6)] == move_input_q) begin
						alive_vectors_w_d[P2] = 1'b0;
					end
					if (location_vectors_w_q[(P3*6+5):(P3*6)] == move_input_q) begin
						alive_vectors_w_d[P3] = 1'b0;
					end
					if (location_vectors_w_q[(P4*6+5):(P4*6)] == move_input_q) begin
						alive_vectors_w_d[P4] = 1'b0;
					end
					if (location_vectors_w_q[(P5*6+5):(P5*6)] == move_input_q) begin
						alive_vectors_w_d[P5] = 1'b0;
					end	
					if (location_vectors_w_q[(P6*6+5):(P6*6)] == move_input_q) begin
						alive_vectors_w_d[P6] = 1'b0;
					end
					if (location_vectors_w_q[(P7*6+5):(P7*6)] == move_input_q) begin
						alive_vectors_w_d[P7] = 1'b0;
					end
					if (location_vectors_w_q[(P8*6+5):(P8*6)] == move_input_q) begin
						alive_vectors_w_d[P8] = 1'b0;
					end
					if (location_vectors_w_q[(R1*6+5):(R1*6)] == move_input_q) begin
						alive_vectors_w_d[R1] = 1'b0;
					end
					if (location_vectors_w_q[(R2*6+5):(R2*6)] == move_input_q) begin
						alive_vectors_w_d[R2] = 1'b0;
					end
					if (location_vectors_w_q[(N1*6+5):(N1*6)] == move_input_q) begin
							alive_vectors_w_d[N1] = 1'b0;
					end
					if (location_vectors_w_q[(N2*6+5):(N2*6)] == move_input_q) begin
						alive_vectors_w_d[N2] = 1'b0;
					end
					if (location_vectors_w_q[(B1*6+5):(B1*6)] == move_input_q) begin
						alive_vectors_w_d[B1] = 1'b0;
					end
					if (location_vectors_w_q[(B2*6+5):(B2*6)] == move_input_q) begin
						alive_vectors_w_d[B2] = 1'b0;
					end
					if (location_vectors_w_q[(Q1*6+5):(Q1*6)] == move_input_q && alive_vectors_w_q[Q1] == 1'b1) begin
						alive_vectors_w_d[Q1] = 1'b0;
					end 
					if (location_vectors_w_q[(K1*6+5):(K1*6)] == move_input_q) begin
							alive_vectors_w_d[K1] = 1'b0;
					end
					output_player_d = ~player;
					done_d = 1;
					state_d = RESET;
				end
				else if (player == WHITE) begin
					case (piece_number_q)
					P1: begin
						location_vectors_w_d[(P1*6+5):(P1*6)] = move_input_q;
					end
					P2: begin
						location_vectors_w_d[(P2*6+5):(P2*6)] = move_input_q;
					end
					P3: begin
						location_vectors_w_d[(P3*6+5):(P3*6)] = move_input_q;
					end	
					P4: begin
						location_vectors_w_d[(P4*6+5):(P4*6)] = move_input_q;
					end
					P5: begin
						location_vectors_w_d[(P5*6+5):(P5*6)] = move_input_q;
					end
					P6: begin	
						location_vectors_w_d[(P6*6+5):(P6*6)] = move_input_q;
					end
					P7: begin
						location_vectors_w_d[(P7*6+5):(P7*6)] = move_input_q;
					end
					P8: begin
						location_vectors_w_d[(P8*6+5):(P8*6)] = move_input_q;
					end
					R1: begin
						location_vectors_w_d[(R1*6+5):(R1*6)] = move_input_q;
					end
					R2: begin
						location_vectors_w_d[(R2*6+5):(R2*6)] = move_input_q;
					end
					N1: begin
						location_vectors_w_d[(N1*6+5):(N1*6)] = move_input_q;
					end
					N2: begin
						location_vectors_w_d[(N2*6+5):(N2*6)] = move_input_q;
					end
					B1: begin
						location_vectors_w_d[(B1*6+5):(B1*6)] = move_input_q;
					end
					B2: begin
						location_vectors_w_d[(B2*6+5):(B2*6)] = move_input_q;
					end
					Q1: begin
						location_vectors_w_d[(Q1*6+5):(Q1*6)] = move_input_q;
					end
					K1: begin
						location_vectors_w_d[(K1*6+5):(K1*6)] = move_input_q;
					end 
					endcase
						if (location_vectors_b_q[(P1*6+5):(P1*6)] == move_input_q) begin
							alive_vectors_b_d[P1] = 1'b0;
						end
						if (location_vectors_b_q[(P2*6+5):(P2*6)] == move_input_q) begin
							alive_vectors_b_d[P2] = 1'b0;
						end
						if (location_vectors_b_q[(P3*6+5):(P3*6)] == move_input_q) begin
							alive_vectors_b_d[P3] = 1'b0;
						end
						if (location_vectors_b_q[(P4*6+5):(P4*6)] == move_input_q) begin
							alive_vectors_b_d[P4] = 1'b0;
						end
						if (location_vectors_b_q[(P5*6+5):(P5*6)] == move_input_q) begin
							alive_vectors_b_d[P5] = 1'b0;
						end
						if (location_vectors_b_q[(P6*6+5):(P6*6)] == move_input_q) begin
							alive_vectors_b_d[P6] = 1'b0;
						end
						if (location_vectors_b_q[(P7*6+5):(P7*6)] == move_input_q) begin
							alive_vectors_b_d[P7] = 1'b0;
						end
						if (location_vectors_b_q[(P8*6+5):(P8*6)] == move_input_q) begin
							alive_vectors_b_d[P8] = 1'b0;
						end
						if (location_vectors_b_q[(R1*6+5):(R1*6)] == move_input_q) begin
							alive_vectors_b_d[R1] = 1'b0;
						end
						if (location_vectors_b_q[(R2*6+5):(R2*6)] == move_input_q) begin
							alive_vectors_b_d[R2] = 1'b0;
						end		
						if (location_vectors_b_q[(N1*6+5):(N1*6)] == move_input_q) begin
							alive_vectors_b_d[N1] = 1'b0;
						end
						if (location_vectors_b_q[(N2*6+5):(N2*6)] == move_input_q) begin
							alive_vectors_b_d[N2] = 1'b0;
						end
						if (location_vectors_b_q[(B1*6+5):(B1*6)] == move_input_q) begin
							alive_vectors_b_d[B1] = 1'b0;
						end
						if (location_vectors_b_q[(B2*6+5):(B2*6)] == move_input_q) begin
							alive_vectors_b_d[B2] = 1'b0;
						end
						if (location_vectors_b_q[(Q1*6+5):(Q1*6)] == move_input_q) begin
							alive_vectors_b_d[Q1] = 1'b0;
						end 
						if (location_vectors_b_q[(K1*6+5):(K1*6)] == move_input_q) begin
							alive_vectors_b_d[K1] = 1'b0;
						end
						output_player_d = ~player;
						done_d = 1;
						state_d = RESET;
				end
			end
		endcase
	end
	always @(posedge clk) begin
		if (RST) begin
			state_q <= RESET;
			done_q <= 0;
			location_vectors_w_q <= INITIALIZE_LOCATIONS_WHITE;
			location_vectors_b_q <= INITIALIZE_LOCATIONS_BLACK;
			alive_vectors_w_q <= 16'b1111111111111111;
			alive_vectors_b_q <= 16'b1111111111111111;
			piece_number_q <= K1;
			move_input_q <= 0;
			en_q <= 0;
			output_player_q <= WHITE;
		end
		else begin
			location_vectors_w_q <= location_vectors_w_d;
			done_q <= done_d;
			location_vectors_b_q <= location_vectors_b_d;
			alive_vectors_w_q <= alive_vectors_w_d;
			alive_vectors_b_q <= alive_vectors_b_d;
			output_player_q <= output_player_d;
			state_q <= state_d;
			en_q <= en;
			if (en) begin
				move_input_q <= move_input;
				piece_number_q <= piece_number;
			end			
		end
	end
endmodule
```
`./run.sh`:
```
#!/bin/bash
# OpenROAD 26Q1-2900-gdf79404cd8, Yosys 0.63+post, stock flow scripts
make -C /OpenROAD-flow-scripts/flow DESIGN_CONFIG=/design/flow/config.mk WORK_HOME=/design/flow/orfs finish
```
==> results.cfg <==
; yosys + openroad results
[route]
wl_per_cell_um = 21.24
num_vias = 9906
totalWireLength_um = 39900
drt_iter0_drc = 565
via_per_inst = 5.275
insertedDiodeCount = 0
drcViolationCount = 0
dr.pass1.iters = 5
ant_nets = 0

[synth]
netlist_top_cells_count = dfxtp_1 (238), xnor2_1 (192), nand3_1 (132)
edf_count = 0
syn_inst = 1234
top_cells_by_area = dfxtp_1 (43%), xnor2_1 (15%), a211o_1 (7.2%)
ys_cells = 1234
yosysTopAreaCellShare_pct = 42.58
top_area_cell = dfxtp_1
avgSynthCellArea_um2 = 9.069
yosysMostFrequentCell = dfxtp_1
synth_warnings = 1
synthFlopType = dfxtp_1
synth_flops = 239
async_flop_share_pct = 0
yosys_area_um2 = 11190
ys_types = 34
syn_area_um2 = 11190

[critical_path]
reg2reg_from = state_q[0]
timing.critical_path.buf_inv = 1
arrival_ps = 3190
critPathLaunch = player
cp_top_family = simple AND/OR/NAND/NOR gates
startpoint_type = input pin
crit_path_end_kind = flip-flop
max_stage_delay_ps = 990
crit_path_max_fanout = 23
slowest_stage = and4bb_1
cp.required_ps = 4330
path_class = in -> reg
path_cells = clkdlybuf4s50_1 > and4bb_1 > nand2_1 > a211o_1

[final_timing]
max_freq_mhz = 362.2
untimed_endpoints = 1
unclocked_regs = 1
fin_ws_ps = 1139
timing.final.crit_period_ps = 2761
skew_ps = 10.63
finalMaxSlewViolations = 0
tightest_slew_ps = 878.5
finalHoldViolCount = 0
maxSlewHeadroom_pct = 41.26
grt_setup_unrepaired = false
post-route-period-util_pct = 70.80
tns_ps = 0
finalSetupViolations = 0

[floorplan]
die_area_um2 = 38080
placementRows = 70
core_um2 = 36700
die_h_um = 195.1
initial_utilization_pct = 30.49
pin_count = 241
die_x_um = 195.1

[job]
drv_cap = 0
warnings = 28

[cts]
path_clk_slew_ps = 60
htreeDepth = 1
root_buffer = clkbuf_16
ctsLongestPathBuffers = 3
cts_hold_buf = 0
numCtsBuffers = 28
cts_tree = done
postCtsSetupBuffers = 0
clk-insertion-delay-late_ps = 540
cts_resized = 0

[pwr]
vdd_drop_max_mv = 0.3241
pwr-share-seq_pct = 44.3
power.share.clock_pct = 49.3
switching_share_pct = 24.07
powerDensity_nw_per_um2 = 384.9
internal-power_mw = 4.322
power.net_switching_mw = 1.370
leakage_nw = 5.042
p_comb_share_pct = 6.4

[grt]
grt_max_degree = 122
grt_antenna_before_repair = 0
track_usage_pct = 21.16
first_global_vias = 9598
grt.overflow.total = 0
grt_pass1_wl_um = 60770

[status]
status = finished, final reports clean

[placement]
place_congestion = 0.8206
dp_hpwl_um = 25140
dp_slack_ps = 633.8
portBuffers = 240

[worst_hold_path]
hp-class = reg -> reg
min_from = alive_vectors_b_q[0]

[finish]
area_delta_synth_final_pct = 32.14
drive_gt1_share_pct = 6.383
fillCellCount = 3497
cell families after synthesis:
kind of cell    after synthesis  share of synthesized area [%]
simple gates                328                          16.96
buf+inv                     142                          5.669
mux                          10                         0.8945
xor+xnor                    192                          15.03
flops                       238                          42.58
fa+ha+maj                     2                         0.2236
compound gates              321                          18.52
latches                       1                         0.1341
final timing paths:
kind / endpoint / slack (ps) / cells after the start
min reg2reg: alive_vectors_b_q[0] / 480 / 1
max: location_vectors_b_q[9] / 1140 / 4
max reg2reg: location_vectors_b_q[9] / 1450 / 3
min: alive_vectors_b_q[0] / 480 / 1
final cells by class:
type                       instances  area, um2  share of cell area (%)
clock buffer                      43      839.6                   5.677
clock inverter                     8      141.4                  0.9561
inverter                           2      7.507                 0.05077
multi-input combinational        853       5806                   39.26
sequential                       239       4802                   32.47
tap                              468      585.6                   3.960
timing repair buffer             265       2606                   17.62
cells in the final DEF, fill, tap and decap left out, types with 4 or more instances in the layout:
cell type,instances
a21oi_1,97
o22a_1,32
bufinv_16,4
clkbuf_16,30
xnor2_1,192
clkbuf_1,9
nand2_1,24
nor2_1,11
buf_4,24
nand4_1,33
o21ai_0,100
clkdlybuf4s50_1,239
nand3b_1,4
dfxtp_1,232
and3_1,92
a211o_1,92
clkbuf_8,5
nand2_4,4
dfxtp_4,6
mux2i_1,10
nand3_1,132
registers in the layout, summed over array words and instances, names as in the netlist:
register / flops
state_q: 1
location_vectors_b_q: 96
piece_number_q: 4
en_q: 1
alive_vectors_b_q: 16
output_player_q: 1
done_q: 1
location_vectors_w_q: 96
move_input_q: 6
output_player_d: 1
alive_vectors_w_q: 16
power groups by stage:
stage | clock [mW] | sequential (mW) | combinational (mW)
final | 2.81 | 2.52 | 0.363
after global routing | 2.95 | 2.53 | 0.392
after CTS | 2.84 | 2.52 | 0.363
metal layers:
metal / wire [um] / global-route usage, % / up-vias
met5: 0 / 0 / -
met4: 964 / 4.491 / 0
met3: 3419 / 5.429 / 53
met2: 16990 / 30.67 / 368
met1: 18520 / 32.21 / 4747
li1: - / - / 4738
stage by stage:
step / instances / utilization, % / hold WS [ps] / cell area [um2] / total power [mW]
5_1_grt: 1878 / 40.30 / 497.1 / 14790 / 5.867
2_1_floorplan: 1234 / - / 430.4 / 11190 / 2.807
6_report: 1878 / 40.30 / 482.0 / 14790 / 5.692
4_1_cts: 1878 / 40.30 / 484.7 / 14790 / 5.722
3_3_place_gp: 1827 / 37.62 / 463.9 / 13810 / 2.933
3_5_place_dp: 1827 / 37.62 / 470.8 / 13810 / 2.936
Power figures rest on the tool's default switching activity, not on a simulated workload.
