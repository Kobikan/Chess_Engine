==> design/flow/run.sh <==
#!/bin/bash
# OpenROAD 26Q1-2900-gdf79404cd8, Yosys 0.63+post, stock flow scripts
make -C /OpenROAD-flow-scripts/flow DESIGN_CONFIG=/design/flow/config.mk WORK_HOME=/design/flow/orfs finish
==> design/flow/config.mk <==
export PLATFORM = sky130hd
export DESIGN_NAME = keyboard
export DESIGN_NICKNAME = keyboard
export VERILOG_FILES = /design/flow/design.v
export SDC_FILE = /design/flow/constraint.sdc
export NUM_CORES = 4
export LEC_CHECK = 1
export CORE_UTILIZATION = 50
==> design/flow/constraint.sdc <==
current_design keyboard

set clk_period 3.9
set clk_io_pct 0.2

create_clock -name clk0 -period $clk_period [get_ports {clk50}]

set non_clock_inputs [all_inputs -no_clocks]
set_input_delay [expr $clk_period * $clk_io_pct] -clock clk0 $non_clock_inputs
set_output_delay [expr $clk_period * $clk_io_pct] -clock clk0 [all_outputs]
==> design/flow/design.v <==
module keyboard (clk50, PS2_CLK, PS2_DAT, scan_ready, scan_code1, scan_code2, scan_code3);
	input clk50, PS2_CLK, PS2_DAT;
	output reg [7:0] scan_code1, scan_code2, scan_code3;
	output reg scan_ready;
	parameter START = 4'h0;
	parameter CLK_LO1 = 4'h1;
	parameter CLK_HI1 = 4'h2;
	parameter SCAN1 = 4'h3;
	parameter CLK_LO2 = 4'h4;
	parameter CLK_HI2 = 4'h5;
	parameter SCAN2 = 4'h6;
	parameter CLK_LO3 = 4'h7;
	parameter CLK_HI3 = 4'h8;
	parameter SCAN3 = 4'h9;
	reg[7:0] PS2_filter_CLK;
	reg[7:0] PS2_filter_DAT;
	reg[4:0] state;
	reg [4:0] bits_read = 0;
	reg [10:0] bitstream1, bitstream2, bitstream3;
	reg [7:0] bs_code1, bs_code2, bs_code3;
	reg PS2_FCLK;
	reg PS2_FDAT;
	reg led0;
	reg exit_count_fin;
	reg clk25 = 0;
	initial begin
		state <= START;
	end
	always @(posedge clk50) begin  
		clk25 <= ~clk25;
	end
	always @(posedge clk25) begin  
		PS2_filter_CLK <= {PS2_CLK, PS2_filter_CLK[7:1]};
		PS2_filter_DAT <= {PS2_DAT, PS2_filter_DAT[7:1]};
		if (PS2_filter_CLK == 8'hFF)
			PS2_FCLK <= 1'b1;
		else begin
			if (PS2_filter_CLK == 8'h00)
				PS2_FCLK <= 1'b0;
		end
		if (PS2_filter_DAT == 8'hFF)
			PS2_FDAT <= 1'b1;
		else begin
			if (PS2_filter_DAT == 8'h00)
				PS2_FDAT <= 1'b0;
		end
	end
	always @(posedge clk25) begin
		case(state)
			START:
				begin
					scan_ready <= 1'b0;
					if (PS2_FDAT == 1'b1)
						state <= START;
					else
						state <= CLK_LO1;
				end
			CLK_LO1:
				begin
					if (bits_read < 4'hB) begin
						if (PS2_FCLK != 1'b0)
							state <= CLK_LO1;
						else begin
							state <= CLK_HI1;
							bitstream1 <= {PS2_FDAT, bitstream1[10:1]};
							bits_read <= bits_read + 4'h1;
						end
					end
					else
						state <= SCAN1;
				end
			CLK_HI1:
				begin 
					if (PS2_FCLK != 1'b1)
						state <= CLK_HI1;
					else
						state <= CLK_LO1;
				end
			SCAN1:
				begin
					bits_read <= 4'h0;
					bs_code1 <= bitstream1[8:1];
					state <= CLK_LO2;
				end
			CLK_LO2:
				begin
					if (bits_read < 4'hB) begin
						if (PS2_FCLK != 1'b0)
							state <= CLK_LO2;
						else begin
							state <= CLK_HI2;
							bitstream2 <= {PS2_FDAT, bitstream2[10:1]};
							bits_read <= bits_read + 4'h1;
						end
					end
					else
						state <= SCAN2;
				end
			CLK_HI2:
				begin 
					if (PS2_FCLK != 1'b1)
						state <= CLK_HI2;
					else
						state <= CLK_LO2;
				end
			SCAN2:
				begin
					bits_read <= 4'h0;
					bs_code2 <= bitstream2[8:1];
					state <= CLK_LO3;
				end
			CLK_LO3:
				begin
					if (bits_read < 4'hB) begin
						if (PS2_FCLK != 1'b0)
							state <= CLK_LO3;
						else begin
							state <= CLK_HI3;
							bitstream3 <= {PS2_FDAT, bitstream3[10:1]};
							bits_read <= bits_read + 4'h1;
						end
					end
					else
						state <= SCAN3;
				end
			CLK_HI3:
				begin 
					if (PS2_FCLK != 1'b1)
						state <= CLK_HI3;
					else
						state <= CLK_LO3;
				end
			SCAN3:
				begin
					bits_read <= 4'h0;
					bs_code3 <= bitstream3[8:1];
					state <= START;					
					scan_code1 <= bs_code1;
					scan_code2 <= bs_code2;
					scan_code3 <= bs_code3;
					scan_ready <= 1'b1;
				end	
		endcase
	end
endmodule
==> impl_metrics.json <==
{
  "period_minus_slack_ns": 1.13,
  "status": "finished, final reports clean",
  "hold_viol": 0,
  "skew_ns": 0,
  "die_height_um": 86.3,
  "final_core_util_pct": 57.6,
  "dp_hpwl_um": 2700,
  "worstSetupPathType": "reg2reg",
  "rows": 30,
  "leakage_nw": 1.26,
  "clock_latency_ns": 0,
  "finalCritPeriodShare_pct": 29.0,
  "drc_errors": 0,
  "drive_gt1_share_pct": 5.96,
  "cp_max_fo": 107,
  "final_cell_mix": "edfxtp_1, clkdlybuf4s50_1, dfxtp_1",
  "warnings": 30,
  "grt_usage_pct": 11.3,
  "lay_top_count": "edfxtp_1",
  "clk_pin_slew_ns": 0,
  "endpoint_kind": "flip-flop",
  "die_width_um": 86.3,
  "gp_congestion": 0.872,
  "cpPeakStageDelay_ns": 0.61,
  "post_cts_buffers": 0,
  "wire_per_inst_um": 12.1,
  "firstDrtPassIters": 4,
  "numSynthFlops": 107,
  "avgSynthCellArea_um2": 18.5,
  "drv_slew": 0,
  "untimed_endpoints": 219,
  "drv_cap": 0,
  "crit_arrival_ns": 0.98,
  "vias": 1540,
  "core_area_um2": 6830,
  "gr-total-overflow": 0,
  "hp-class": "reg2reg",
  "setup_viol": 0,
  "synthCells": 192,
  "wl_um": 3790,
  "synth.distinct_cells": 39,
  "antennaDiodeCount": 0,
  "drtIter0Drc": 50,
  "pwr-share-clk_pct": 0,
  "top_regs": "bitstream1 x10, bitstream2 x10, bitstream3 x10",
  "grt_start_max_net_pins": 108,
  "timing.fmax_mhz": 884,
  "worstPathCellList": "buf_4, inv_1",
  "initCoreUtil_pct": 52.0,
  "vdd_ir_drop_max_uv": 35.3,
  "ios": 28,
  "syn-cell-area_um2": 3550,
  "detail-route-antenna-nets": 0,
  "powerDensity_nw_per_um2": 3.17,
  "area_delta_synth_final_pct": 10.7,
  "grt_pass1_wl_um": 6300,
  "top_area_share_pct": 74.4,
  "rsz0062_at_grt": "no",
  "finalSetupTns_ns": 0,
  "p_int_mw": 0.0123,
  "hold_buffers": 0,
  "port_buffers": 27,
  "tightest_slew_ns": 0.811,
  "crit_required_ns": 3.75,
  "seqPwrFrac_pct": 84.5,
  "crit_path_start_kind": "flip-flop",
  "via_per_inst": 4.90,
  "switching_share_pct": 1.79,
  "ys_seq_share_pct": 85.1,
  "dieArea_um2": 7450,
  "unclocked_regs": 106,
  "synth_chip_area_um2": 3550,
  "ys_warn_count": 1,
  "antenna_found_initial": 0,
  "grt_pass1_vias": 1378,
  "topCellsByArea": "edfxtp_1, dfxtp_1, nor2_1",
  "combPwrFrac_pct": 15.5,
  "slew_headroom_pct": 45.7,
  "top_area_cell": "edfxtp_1",
  "power.switching_mw": 0.000224,
  "postCtsResizedCells": 0,
  "crit_path_top_delay_cell": "buf_4",
  "ys_cells": 192
}
[per-layer routing]
metal / vias to the layer above / global-route usage (%) / share of wire, %
li1: 777 / - / -
met1: 717 / 21.5 / 51
met2: 46 / 17.4 / 45
met3: 0 / 1.74 / 4.4
met4: 0 / 0 / 0
met5: - / 0 / 0
[kinds of logic (layout without fill, tap and decap cells)]
group,Yosys count,count (layout),share of synthesized area [%]
flops,107,107,85.1
buf+inv,11,37,1.76
simple gates,45,45,6.90
compound gates,22,22,4.44
fa+ha+maj,1,1,0.352
xor+xnor,6,6,1.48
[cell usage after synthesis (all sizes together)]
cell type and n:
a211o 1, a21o 1, a21oi 7, a2bb2oi 1, a31oi 1, a32oi 1
and3 1, buf 5, dfxtp 19, edfxtp 88, ha 1, inv 6
nand2 6, nand2b 2, nand3 3, nand4 4, nor2 16, nor2b 2
nor3 4, nor3b 1, nor4 4, nor4b 1, o21ai 4, o21bai 1
o22ai 3, o311a 1, o32ai 1, or3b 1, xnor2 3, xor2 3
[path summary, 6_finish.rpt]
kind,start,to,slack (ns),cells past startpoint
setup / recovery,clk25,clk25,2.77,2
hold / removal,clk25,clk25,0.79,2
hold reg to reg,clk25,clk25,0.79,2
setup reg to reg,clk25,clk25,2.77,2
[metrics by stage]
step | power, mW | std cells | hold WS [ns] | worst slack, ns | instance area, um2
5_1_grt | 0.0128 | 314 | 0.879 | 2.62 | 3940
3_5_place_dp | 0.0125 | 314 | 0.824 | 2.72 | 3940
4_1_cts | 0.0125 | 314 | 0.816 | 2.74 | 3940
6_report | 0.0125 | 314 | 0.792 | 2.77 | 3940
3_3_place_gp | 0.0125 | 314 | 0.793 | 2.78 | 3940
2_1_floorplan | 0.0106 | 192 | 1.10 | 2.11 | 3550
[worst max-delay path, delay by kind of cell, from the launching register on]
| kind | cells | cell delay, ns |
|---|---|---|
| buf+inv | 2 | 0.69 |
| flops | 1 | 0.29 |
[power by group through the flow]
stage | sequential [mW] | combinational (mW) | clock, mW
CTS | 0.0106 | 0.00197 | 0
global route | 0.0106 | 0.00220 | 0
finish | 0.0106 | 0.00194 | 0
[layout make-up]
class	count	area, um2
repair buffers	31	300
flip-flops and latches	107	3020
well taps	96	120
fillers	526	2900
inverters	6	22.5
multi-input cells	74	468
No activity file was given, so power comes from the tool's default toggle rates.
